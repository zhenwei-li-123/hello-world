## /design/flow/config.mk

```make
export PLATFORM = sky130hd
export DESIGN_NAME = mult_man
export DESIGN_NICKNAME = mult_man
export VERILOG_FILES = /design/flow/design.v
export SDC_FILE = /design/flow/constraint.sdc
export NUM_CORES = 4
export LEC_CHECK = 1
export CORE_UTILIZATION = 40
```

## /design/flow/constraint.sdc

```tcl
current_design mult_man

set clk_period 12.0
set clk_io_pct 0.2

create_clock -name clk0 -period $clk_period [get_ports {clk}]

set non_clock_inputs [all_inputs -no_clocks]
set_input_delay [expr $clk_period * $clk_io_pct] -clock clk0 $non_clock_inputs
set_output_delay [expr $clk_period * $clk_io_pct] -clock clk0 [all_outputs]
```

## /design/flow/design.v

```verilog
module    mult_cell
  #(parameter N=4,
    parameter M=4)
 (
      input                     clk,
      input                     rstn,
      input                     en,
      input [M+N-1:0]           mult1,
      input [M-1:0]             mult2,
      input [M+N-1:0]           mult1_acci,
      input                     flag      ,
      output reg [M+N-1:0]      mult1_o,
      output reg [M-1:0]        mult2_shift,  
      output reg [N+M-1:0]      mult1_acco,    
      output reg                rdy,
      output reg                flag_r    
  );
   always @(posedge clk or negedge rstn) begin
      if (!rstn) begin
         rdy            <= 'b0 ;
         mult1_o        <= 'b0 ;
         mult1_acco     <= 'b0 ;
         mult2_shift    <= 'b0 ;
         flag_r         <= 'b0 ;
      end
      else if (en) begin
         rdy            <= 1'b1 ;
         mult2_shift    <= mult2 >> 1 ;
         mult1_o        <= mult1 << 1 ;
         flag_r         <= flag        ;
         if (mult2[0]) begin
            mult1_acco  <= mult1_acci + mult1 ;
         end
         else begin
            mult1_acco  <= mult1_acci ;
         end
      end
      else begin
         rdy            <= 'b0 ;
         mult1_o        <= 'b0 ;
         mult1_acco     <= 'b0 ;
         mult2_shift    <= 'b0 ;
         flag_r         <= 'b0 ;
      end
   end  
endmodule
module    mult_man
  #(parameter N=16,
    parameter M=16)
   (
      input                     clk,
      input                     rstn,
      input                     data_rdy ,
      input [N:0]             mult1_signed,
      input [M:0]             mult2_signed,
      output [N+M-1:0]       res            ,
      output [N+M+1:0]         res_signed     ,
      output                    res_rdy ,
      output [N+M:0]          res_final    
    );
   wire [N-1:0]         mult1           ;
   wire [M-1:0]         mult2           ;
   wire [N+M-1:0]       mult1_t [M-1:0] ;
   wire [M-1:0]         mult2_t [M-1:0] ;
   wire [N+M-1:0]       mult1_acc_t [M-1:0] ;
   wire [M-1:0]         flag_t          ;
   wire [M-1:0]         rdy_t ;
   wire                 flag           ;
   assign flag          =  mult1_signed[N]   +  mult2_signed[M]   ;
   assign mult1   =     (mult1_signed[N]==1'b1)?{~(mult1_signed[N-1:0]-1'b1)} : mult1_signed[N-1:0]  ;
   assign mult2   =     (mult2_signed[M]==1'b1)?{~(mult2_signed[M-1:0]-1'b1)} : mult2_signed[M-1:0]  ;
   mult_cell      #(.N(N), .M(M))
   u_mult_step0
     (
      .clk              (clk),
      .rstn             (rstn),
      .en               (data_rdy),
      .mult1            ({{(M){1'b0}}, mult1}),
      .mult2            (mult2),
      .mult1_acci       ({(N+M){1'b0}}),
      .flag             (flag)         ,
      .mult1_acco       (mult1_acc_t[0]),
      .mult2_shift      (mult2_t[0]),
      .mult1_o          (mult1_t[0]),
      .rdy              (rdy_t[0]),
      .flag_r           (flag_t[0]) 
      );
   genvar               i ;
   generate
      for(i=1; i<=M-1; i=i+1) begin: mult_stepx
         mult_cell      #(.N(N), .M(M))
         u_mult_step
         (
          .clk              (clk),
          .rstn             (rstn),
          .en               (rdy_t[i-1]),
          .mult1            (mult1_t[i-1]),
          .mult2            (mult2_t[i-1]),
          .mult1_acci       (mult1_acc_t[i-1]),
          .flag             (flag_t[i-1])      ,
          .mult1_acco       (mult1_acc_t[i]),
          .mult1_o          (mult1_t[i]),
          .mult2_shift      (mult2_t[i]),
          .rdy              (rdy_t[i]),
          .flag_r           (flag_t[i])   
          );
      end  
   endgenerate
   reg   [N+M+1:0]  res_a                           ;
   always @(*) begin
      if(mult1_acc_t[M-1]==0)begin
         res_a       =     'd0            ;
      end
      else if((mult1_acc_t[M-1]!=0)&&(flag_t[M-1]==1))begin
         res_a       =      {1'b1,(~res_final + 1'b1)} ;
      end
      else begin
         res_a       =     'd0            ;
      end
   end
   assign res_rdy       = rdy_t[M-1];
   assign res           = mult1_acc_t[M-1];
   assign res_final  =  {1'b0,res}  ;
   assign res_signed =  (flag_t[M-1]==1) ? res_a : {1'b0,res_final}   ; 
endmodule
```

## /design/flow/run.sh

```bash
#!/bin/bash
# OpenROAD 26Q1-2900-gdf79404cd8, Yosys 0.63+post, stock flow scripts
make -C /OpenROAD-flow-scripts/flow DESIGN_CONFIG=/design/flow/config.mk WORK_HOME=/design/flow/orfs finish
```

==> flow_summary_export.csv <==
group,metric,value,unit
run_status,status,"completed",
floorplan,chipWidth,311,um
global_route,initial_antenna_violation_count,0,
synthesis,synth_top_cell_by_count,"sky130_fd_sc_hd__dfrtp_1",
setup_path,worst_r2r_path_depth,9,
timing,timing.final.crit_share,55.4,%
timing,fin_crit,6.65,ns
setup_path,worst_setup_path_end_kind,"output pin",
detailed_routing,route.detailed.wl_per_inst,15.1,um
timing,relSlewSlack,39.3,%
detailed_routing,ant_nets,0,
synthesis,netlist-cell-type-count,73,
detailed_routing,drc,0,
floorplan,top_level_ports,137,
setup_path,critical_path_peak_fanout,17,
hold_path,hold_path_depth,1,
cells_and_area,num-fill-cells,8492,
timing,final_max_slew_viol_count,0,
cells_and_area,drive_above_1_share,5.65,%
hold_path,holdCritPathClass,"reg -> reg",
timing,final_setup_fails,0,
cells_and_area,flop_area,19600,um^2
cells_and_area,final_core_utilization,46.5,%
detailed_routing,detail_route.antenna_diodes,0,
synthesis,avg_inst_size_synth,10.8,um^2
global_route,globalRouteTotalUtil,16.6,%
cells_and_area,synthToLayoutAreaGrowth,14.2,%
synthesis,ys.flops,783,
clock_network,cts-resized-gates,0,
placed_design,post-dp-hpwl,56000,um
detailed_routing,routed-via-count,25000,
synthesis,ys_dominant_reg_cell,"sky130_fd_sc_hd__dfrtp_1",
hold_path,worstHoldEndpoint,"mult_stepx[9].u_mult_step.mult1_acco[2]",
job,cap_viol_max_count,0,
synthesis,mappedNetlistArea,38200,um^2
power_and_ir_drop,pwr-share-seq,48.2,%
cells_and_area,multi_input_gate_area,17700,um^2
placed_design,numPortBuffers,135,
synthesis,yosysWarningCount,2,
timing,skew,0.0196,ns
power_and_ir_drop,power.share.clock,47.4,%
timing,rsz0062_at_grt,"false",
global_route,grt_pass1_vias,25900,
power_and_ir_drop,internal_portion_of_total_power,4.37,mW
detailed_routing,via_per_inst,5.06,
clock_network,clock_latency,0.64,ns
floorplan,core_area,93900,um^2
setup_path,worst-endpoint-required,9.60,ns
clock_network,clock_slew_at_the_register_clock_pins_of_the_worst_setup_and_hold_paths,0.06,ns
setup_path,worst_setup_path_startpoint,"mult_stepx[15].u_mult_step.mult1_acco[1]",
setup_path,rr_endpoint,"mult_stepx[15].u_mult_step.mult1_acco[30]",
synthesis,post_synth_tally_of_flip_flops_with_integrated_enable,0,
hold_path,hold_path_startpoint,"mult_stepx[8].u_mult_step.mult1_acco[2]",
clock_network,ctsRootBufferMaster,"sky130_fd_sc_hd__clkbuf_16",
floorplan,floorplan.core_util,40.7,%
synthesis,area_leaders,"sky130_fd_sc_hd__dfrtp_1, sky130_fd_sc_hd__and2_1, sky130_fd_sc_hd__ha_1, sky130_fd_sc_hd__xnor2_1, sky130_fd_sc_hd__mux2i_1",
power_and_ir_drop,cellLeakagePower,21.5,nW
clock_network,cts_buffers,83,
power_and_ir_drop,switching_power,1.23,mW
synthesis,seq_area_frac_synth,51.3,%
synthesis,ys_cells,3533,
synthesis,common_cells,"sky130_fd_sc_hd__dfrtp_1, sky130_fd_sc_hd__and2_1, sky130_fd_sc_hd__ha_1",
synthesis,post-synth-top-area-cell,"sky130_fd_sc_hd__dfrtp_1",
timing,worst_margin_slew,0.901,ns
timing,peak_freq,150,MHz
floorplan,num_rows,112,
timing,timing.setup.tns,0,ns
floorplan,die-height,311,um
synthesis,yosys.area.top_type_share,51.3,%
clock_network,cts_tree,"done",
setup_path,timing.rr.start,"mult_stepx[14].u_mult_step.mult1_o[16]",
global_route,grt_remaining_overflow,0,
power_and_ir_drop,irDropWorstVdd,0.114,mV
setup_path,worstSetupPathType,"reg -> out",
power_and_ir_drop,swShare,22.0,%
clock_network,htree_num_levels,3,
detailed_routing,detailedRoute.firstIterationViolations,1107,
timing,finalHoldViolations,0,
timing,hold_ws,0.448,ns
synthesis,ys_chip_area,38200,um^2
setup_path,worst_setup_path_start_kind,"flip-flop",
clock_network,cts_hold_repair.buffers,0,
global_route,pin_count_of_the_biggest_net_entering_global_routing,133,
synthesis,syn_inst,3533,
clock_network,ctsLongestPathBuffers,3,
clock_network,number_of_buffers_added_for_setup_after_cts,0,
power_and_ir_drop,combPwrFrac,4.4,%
setup_path,ff2ff_setup_slack,8.82,ns
setup_path,arrival,4.25,ns
clock_network,cts.sinks,783,
detailed_routing,finalWirelength,74800,um
detailed_routing,drtPass1Iterations,7,
floorplan,die_area,96700,um^2
synthesis,async_reset_ff_share,100,%
placed_design,place_congestion,0.908,
global_route,grt_pass1_wl,129000,um
power_and_ir_drop,power-per-cell-area,128,nW/um^2
job,stage_log_warnings,33,
-- worst max-delay path by stage --
stage / cells past startpoint / to
6_report: 11 / res_signed[26]
4_1_cts: 11 / res_signed[26]
5_1_grt: 11 / res_signed[15]
-- flip-flops by register name, summed over array words and instances, names as in the netlist --
signal and cells:
u_mult_step0.mult2_shift 15, u_mult_step0.flag_r 1, mult_stepx.u_mult_step.flag_r 15, mult_stepx.u_mult_step.mult1_o 224, u_mult_step0.mult1_acco 16, u_mult_step0.rdy 1
mult_stepx.u_mult_step.rdy 15, mult_stepx.u_mult_step.mult1_acco 375, u_mult_step0.mult1_o 16, mult_stepx.u_mult_step.mult2_shift 105
-- per-layer routing --
layer | part of all wire (%) | up-vias | GRT usage [%]
met1 | 39 | 12000 | 20.0
met5 | 0 | - | 0
met2 | 55 | 364 | 31.4
met3 | 3.0 | 135 | 2.26
li1 | - | 12500 | -
met4 | 2.6 | 0 | 3.81
-- per-stage QoR --
stage	cells	setup WS (ns)	power (mW)	area (um^2)
after floorplan	3533	7.19	2.88	38200
after global placement	4800	5.97	3.00	40700
after detailed placement	4800	5.96	3.00	40700
after CTS	4954	5.27	5.69	43600
after global routing	4954	5.00	5.83	43600
final	4954	5.35	5.60	43600
-- cells in the final DEF, fill, tap and decap left out, types with 49 or more instances in the layout --
master	instances
sky130_fd_sc_hd__dfrtp_1	783
sky130_fd_sc_hd__and2_1	494
sky130_fd_sc_hd__ha_1	242
sky130_fd_sc_hd__nor2_1	223
sky130_fd_sc_hd__nand2_1	214
sky130_fd_sc_hd__o21ai_0	164
sky130_fd_sc_hd__a21oi_1	155
sky130_fd_sc_hd__clkdlybuf4s50_1	134
sky130_fd_sc_hd__xnor2_1	127
sky130_fd_sc_hd__mux2i_1	97
sky130_fd_sc_hd__a21o_1	85
sky130_fd_sc_hd__clkbuf_16	83
sky130_fd_sc_hd__xor2_1	70
sky130_fd_sc_hd__a211oi_1	65
sky130_fd_sc_hd__o21a_1	59
sky130_fd_sc_hd__nor3_1	49
-- critical path: stages, from the launching register on --
cell	delay, ns
sky130_fd_sc_hd__dfrtp_1	0.48
sky130_fd_sc_hd__inv_1	0.11
sky130_fd_sc_hd__ha_1	0.15
sky130_fd_sc_hd__or3b_2	0.47
sky130_fd_sc_hd__nor3_1	0.41
sky130_fd_sc_hd__nand3_1	0.29
sky130_fd_sc_hd__nor3_4	0.62
sky130_fd_sc_hd__nand2b_1	0.29
sky130_fd_sc_hd__inv_2	0.15
sky130_fd_sc_hd__nand2_1	0.08
sky130_fd_sc_hd__o21ai_0	0.12
sky130_fd_sc_hd__clkdlybuf4s50_1	0.43
-- power by group through the flow --
stage | sequential, mW | clock [mW] | combinational (mW)
CTS | 2.70 | 2.74 | 0.253
global route | 2.70 | 2.85 | 0.282
finish | 2.70 | 2.65 | 0.245
-- kinds of logic after synthesis --
group	after synthesis	share of synthesized area, %
AOI/OAI and AO/OA	757	13.0
xor gates and xnor gates	197	4.52
adders and majority gates	257	8.71
buffers and inverters	209	2.40
DFF	783	51.3
muxes	106	2.81
other	1	0.00982
and+or+nand+nor	1223	17.2
-- layout make-up --
class	count	share of cell area, %
clock buffers	117	5.51
clock inverters	37	1.14
inverters	47	0.404
multi-input cells	2541	40.5
flip-flops and latches	783	44.9
well taps	1254	3.60
repair buffers	175	3.91
No activity file was given, so power comes from the tool's default toggle rates.
